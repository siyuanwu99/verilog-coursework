==> design.v <==
`timescale 1ns / 1ps
module uart_rx(
               input               clk          ,		
               input               rst_n        ,	
               input               din          ,
               output  reg[7:0]    dout         ,		
               output  reg         dout_vld     
               );
parameter    	   BPS	  =	10400;
reg   [14:0]        cnt0         ;
wire                add_cnt0     ;
wire                end_cnt0     ;
reg   [ 3:0]        cnt1         ;
wire                add_cnt1     ;
wire                end_cnt1     ;
reg                 rx0          ;	
reg                 rx1          ;	
reg                 rx2          ;	
wire                rx_en        ;
reg                 flag_add     ;
always @ (posedge clk or negedge rst_n) begin
	if(!rst_n) begin
		rx0 <= 1'b1;
        rx1 <= 1'b1;
        rx2 <= 1'b1;
	end
	else begin
		rx0 <= din;
        rx1 <= rx0;
        rx2 <= rx1;
	end
end
assign rx_en = rx2 & ~rx1;	
always @(posedge clk or negedge rst_n)begin
    if(!rst_n)begin
        cnt0 <= 0;
    end
    else if(add_cnt0)begin
        if(end_cnt0)
            cnt0 <= 0;
        else
            cnt0 <= cnt0 + 1;
    end
end
assign add_cnt0 = flag_add;
assign end_cnt0 = add_cnt0 && cnt0==BPS-1 ;
always @(posedge clk or negedge rst_n)begin 
    if(!rst_n)begin
        cnt1 <= 0;
    end
    else if(add_cnt1)begin
        if(end_cnt1)
            cnt1 <= 0;
        else
            cnt1 <= cnt1 + 1;
    end
end
assign add_cnt1 = end_cnt0;
assign end_cnt1 = add_cnt1 && cnt1==9-1 ; 
always @ (posedge clk or negedge rst_n)begin
	if(!rst_n) begin
		flag_add <= 1'b0;
	end
	else if(rx_en) begin		
		flag_add <= 1'b1;	
	end
    else if(end_cnt1) begin		
		flag_add <= 1'b0;	
	end
end
always @ (posedge clk or negedge rst_n)begin
	if(!rst_n) begin
		dout <= 8'd0;
	end
	else if(add_cnt0 && cnt0==BPS/2-1 && cnt1!=0) begin	
	    dout[cnt1-1]<= rx2 ;
	end
end
always @ (posedge clk or negedge rst_n)begin
	if(!rst_n) begin
		dout_vld <= 1'b0;
	end
    else if(end_cnt1) begin		
		dout_vld <= 1'b1;	
	end
	else begin	
        dout_vld <= 1'b0;			
	end
end
endmodule
==> run.sh <==
#!/bin/bash
# OpenROAD 26Q1-2900-gdf79404cd8, Yosys 0.63+post, stock flow scripts
make -C /OpenROAD-flow-scripts/flow DESIGN_CONFIG=/design/flow/config.mk WORK_HOME=/design/flow/orfs finish
==> config.mk <==
export PLATFORM = sky130hd
export DESIGN_NAME = uart_rx
export DESIGN_NICKNAME = uart_rx
export VERILOG_FILES = /design/flow/design.v
export SDC_FILE = /design/flow/constraint.sdc
export NUM_CORES = 4
export LEC_CHECK = 1
export CORE_AREA = 10 10 113 113
export DIE_AREA = 0 0 123 123
==> constraint.sdc <==
current_design uart_rx

set clk_period 4.3
set clk_io_pct 0.2

create_clock -name clk0 -period $clk_period [get_ports {clk}]

set non_clock_inputs [all_inputs -no_clocks]
set_input_delay [expr $clk_period * $clk_io_pct] -clock clk0 $non_clock_inputs
set_output_delay [expr $clk_period * $clk_io_pct] -clock clk0 [all_outputs]
==> results.toml <==
# implementation run metrics
[run_status]
result_of_the_run = "completed"

[drt]
vias = 1331
detail-route-antenna-nets = 0
drt_pass1_iterations = 4
average_vias_per_placed_instance = 4.08
detail_route.antenna_diodes = 0
post-route-drc-count = 0
initialDrtViolationCount = 63
wire_per_inst_um = 11.0
totalWireLength_um = 3590

[run]
max_cap_violations = 0
log.warning_count = 28

[yosys]
most_used_flip_flop_cell = "dfrtp_1"
post_synth_and_or_nand_nor_area_fraction_pct = 24.2
area_share_of_fa_ha_maj_cells_after_synthesis_pct = 6.97
number_of_distinct_library_cell_variants_in_the_gate_level_netlist_after_synthesis = 49
edf_count = 0
synth.area.mux_share_pct = 3.80
syn_area_mm2 = 0.00198
ys_sh_aoi_pct = 10.9
synthesis.yosys.warnings = 1
ys_area_mm2 = 0.00198
ys_sh_xor_pct = 8.30
ys_seq_share_pct = 40.7
postSynthCellCount = 179
post_synth_main_logic_family = "simple AND/OR/NAND/NOR gates"
ys_async_sr_fraction_pct = 100
syn_avg_cell_area_um2 = 11.0
ys_ff = 32
ys_cells = 179

[grt]
global_route.usage.total_pct = 5.03
global_route.usage.met3_pct = 1.34
grt_max_degree = 33
via_count_of_the_first_global_routing_pass = 1297
met2_usage_pct = 7.73
global_route.peak_usage_layer = "met2"
antenna_found_initial = 0
met1_use_gr_pct = 7.10
grt_first_pass_wirelength_um = 6380
overflow_left_after_global_routing = 0

[hold_path]
worstHoldPathType = "register to register"

[critical_path]
crit_chain = "inv_1 > ha_1 > nor3b_2 > inv_1 > ha_1 > nor4bb_1 > and4_2 > o211ai_2 > nor4_2 > mux2_1"
crit_path_start_kind = "register"
crit_path_max_incr_delay_ps = 580
crit_buf_inv = 2
critical_path_required_ps = 4470
worst-endpoint-arrival_ps = 3790
crit_family = "simple AND/OR/NAND/NOR gates"
critical_path_class = "register to register"
worstPathMaxFanout = 15
end_kind = "register"
critical-path-slowest-cell = "dfrtp_1"

[cts]
tritoncts = "built"
post-cts-setup-buffers = 0
cts_buffers = 5
cts_max_path_buffers = 2
clk_transition_reported_paths_ps = 70
clock_sinks = 32
cts_root_buffer = "clkbuf_8"
number_of_instances_resized_during_post_cts_repair = 0
h-tree-depth = 2
cts.hold.buffers_added = 0
clock_network_latency_to_the_later_pin_of_the_worst_skew_pair_ps = 280

[finish]
drive_gt1_share_pct = 15.8
seqCellArea_um2 = 805
stdcell_count = 326
post-route-util_pct = 22.1
final_cell_area_mm2 = 0.00228
layout-area-overhead-vs-synth_pct = 15.6
comb_area_mm2 = 0.00107
layout.filler_cells = 1097

[place]
placed_cells = 318
place.detailed.hpwl_um = 2690
post_place_setup_slack_ps = 665
place.gp.congestion = 0.858
io_buffer_count = 11
placedInstanceArea_mm2 = 0.00220

[final_timing]
worst_slew_pin_slew_ps = 764
slew_viol_final = 0
setup_viol = 0
slew-limit-headroom_pct = 48.8
rsz0062_at_grt = "no"
max_clock_freq_mhz = 276
fin_ws_ps = 680
setup_clock_skew_after_layout_ps = 8.78
layout_min_cycle_time_ps = 3620
hold_violations = 0
final.period_utilization_pct = 84.2
setup_total_negative_slack_ps = 0
worst_hold_slack_ps = 357

[die]
io_pins = 12
core_region_area_mm2 = 0.0103
placementRows = 37
floorplan.initialDensity_pct = 19.1
chipArea_mm2 = 0.0151
die_w_um = 123
fp.dieH_um = 123

[power]
power.total_mw = 0.717
worst_ir_drop_vdd_mv = 0.208
pwr_density_cell_mw_per_mm2 = 314
static-leakage-power_nw = 0.907
-- sequential cells by signal, indices dropped and copies added (netlist names) --
| name | count |
|---|---|
| cnt0 | 15 |
| cnt1 | 4 |
| rx1 | 1 |
| flag_add | 1 |
| dout | 8 |
| dout_vld | 1 |
| rx2 | 1 |
| rx0 | 1 |
-- layout by cell type, fill, tap and decap left out, types with 2 or more instances in the layout --
cell             Yosys  layout
nor4bb_1             3       3
nor2_1              10      10
nand2_1             11      11
ha_1                11      11
xor2_1               3       3
clkdlybuf4s50_1      0      11
o31ai_1              5       5
nand3_1              5       5
o21ai_0             12      12
nor3_1               2       2
mux2i_1              3       3
clkbuf_8             0       5
dfrtp_1             29      29
mux2_1               4       4
dfstp_2              3       3
nand4_1              7       7
and4_1               3       3
inv_1                9       9
nand4b_1             5       5
xnor2_1             12      12
nor3_2               2       2
nor4_1               2       2
a21oi_1              2       2
nor4_2               3       3
clkinv_2             0       2
-- metal layers --
metal  up-vias  wire length (um)
met3         5               125
met4         0                77
met5         -                 0
li1        682                 -
met2        18              1630
met1       626              1760
-- layout make-up --
cell class	count	share of cell area, %
Sequential cell	32	35.2
Tap cell	136	7.45
Multi-Input combinational cell	129	46.8
Clock inverter	3	0.822
Timing Repair Buffer	12	5.15
Inverter	9	1.48
Clock buffer	5	3.01
-- Yosys cell counts, types with 2 or more instances --
cell	instances	area share (%)
mux2_1	4	2.3
nor4_1	2	0.63
nand3_1	5	1.3
inv_1	9	1.7
xnor2_1	12	5.3
dfstp_2	3	4.0
o21ai_0	12	3.0
nor2_1	10	1.9
clkbuf_1	2	0.38
nor4_2	3	1.9
nor3_2	2	1.0
a21oi_1	2	0.51
nand4_1	7	2.2
nand2_1	11	2.1
buf_6	4	2.3
and4_1	3	1.3
nand4b_1	5	2.2
dfrtp_1	29	37
xor2_1	3	1.3
buf_2	3	0.76
nor3_1	2	0.51
mux2i_1	3	1.5
o31ai_1	5	1.9
nor4bb_1	3	1.5
ha_1	11	7.0
-- final timing paths --
kind / slack (ps) / cells past startpoint / to / from
setup / recovery: 680 / 10 / dout[3] / cnt1[0]
setup reg to reg: 680 / 10 / dout[3] / cnt1[0]
hold / removal: 360 / 0 / rx1 / rx0
hold reg to reg: 360 / 0 / rx1 / rx0
min in group asynchronous: 960 / 2 / cnt0[5] / rst_n
max in group asynchronous: 3010 / 2 / rx2 / rst_n
-- kinds of logic after synthesis --
kind of cell / Yosys count
XOR/XNOR: 17
flip-flops: 32
buffers and inverters: 18
AND/OR/NAND/NOR: 67
AND-OR/OR-AND: 27
adder cells (fa/ha/maj): 11
multiplexers: 7
-- report_power, final --
part / switching, mW / internal, mW
Combinational: 0.0550 / 0.0510
Clock: 0.113 / 0.113
Sequential: 0.0480 / 0.338
Total: 0.216 / 0.501
Power is estimated from default activity; no workload was simulated.
